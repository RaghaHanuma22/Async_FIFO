==> design.v <==
module sync(input logic rst, clk, 
input logic [5:0] din, 
output logic [5:0] dout);
logic [5:0] q1;
always_ff @(posedge clk or negedge rst) begin
    if(!rst) begin
        dout<=0;
        q1<=0;
    end
    else begin
        q1<=din;
        dout<=q1;
    end
end
endmodule
==> run.sh <==
#!/bin/bash
# OpenROAD 26Q1-2900-gdf79404cd8, Yosys 0.63+post, stock flow scripts
make -C /OpenROAD-flow-scripts/flow DESIGN_CONFIG=/design/flow/config.mk WORK_HOME=/design/flow/orfs finish
==> config.mk <==
export PLATFORM = sky130hd
export DESIGN_NAME = sync
export DESIGN_NICKNAME = sync
export VERILOG_FILES = /design/flow/design.v
export SDC_FILE = /design/flow/constraint.sdc
export NUM_CORES = 4
export LEC_CHECK = 1
export CORE_AREA = 10 10 70 70
export DIE_AREA = 0 0 80 80
==> constraint.sdc <==
current_design sync

set clk_period 1.0
set clk_io_pct 0.2

create_clock -name clk0 -period $clk_period [get_ports {clk}]

set non_clock_inputs [all_inputs -no_clocks]
set_input_delay [expr $clk_period * $clk_io_pct] -clock clk0 $non_clock_inputs
set_output_delay [expr $clk_period * $clk_io_pct] -clock clk0 [all_outputs]
==> job_summary.md <==
## Synthesis and layout report

| Metric | Value |
|---|---|
| Status | complete, no violations |
| Mux area share | 0% |
| Die Span Y | 80 um |
| Slew @ Worst Pin | 107 ps |
| Ys flop type | dfrtp_1 |
| CTS resizes | 14 |
| Logic area | 0 sq um |
| Setup violators final | 0 |
| Final Max Tran Viols | 0 |
| Worst reg2reg startpoint | q1[0]$_DFF_PN0_ |
| Htree depth | 1 |
| DR iter-0 viols | 1 |
| Total vias in the final route | 140 |
| # diodes | 0 |
| CP required | 800 ps |
| Registers, synthesis | 12 |
| Yosys synthesis chip area | 300 sq um |
| RSZ-0062 raised after global routing | no |
| Avg Inst Size Synth | 25.0 sq um |
| Ys async rst share | 100% |
| Clock transition at the registers of the reported paths | 60 ps |
| Avg Vias per Cell | 1.87 |
| Max Buffers Root-to-Sink | 2 |
| Clk Tree Root Cell | clkbuf_4 |
| Top cells, area | dfrtp_1 |
| Port-buffer cells | 13 |
| Final Core Density | 14.7% |
| Initial antenna violation count | 0 |
| First-pass GRT wire length | 876 um |
| Max-area cell share | 100% |
| Largest net degree at the start of global routing | 13 |
| Total chip power | 0.000827 W |
| DP HPWL | 495 um |
| CP Depth | 1 |
| CP Launch Point | dout[1]$_DFF_PN0_ |
| FMAX | 1090 MHz |
| CTS Sinks | 12 |
| Critical path launch point type | flip-flop |
| Cell Type Count | 1 |
| Pwr per Cell Area | 1650 mW/mm^2 |
| Fin. Hold Viols | 0 |
| Tool warnings | 25 |
| Crit-path leading delay family | flip-flops |
| Largest stage delay, worst path | 360 ps |
| TritonRoute pass-1 iters | 2 |
| Drt wl/cell | 7.32 um |
| Synth Seq Share | 100% |
| Simple Share, Synth | 0% |
| Max_cap viols | 0 |
| WP buf/inv | 1 |
| Most frequent cells after synthesis | dfrtp_1 |
| Clk Latency, worst-skew pair | 250 ps |
| Num CTS Buffers | 3 |
| Layout area overhead | 66.7% |
| Aggregate routed wire length | 549 um |
| Setup CP Type | flip-flop to output port |
| Crit path arrival time | 720 ps |
| Hold Buf Count CTS | 0 |
| Total die area | 0.00640 sq mm |
| R2R depth | 0 |
| Fin Setup TNS | 0 ps |
| Min-delay worst type | primary input to async pin |
| Number of cells in Yosys stat | 12 |
| Worst path cell trace | buf_2 |
| XOR Share, Synth | 0% |
| CTS tree | yes |
| Clock skew | 0.141 ps |
| Area share of fa/ha/maj cells after synthesis | 0% |
| FP Rows | 21 |
| Die Width | 80 um |
| CP Capture Type | output port |
| Flip-flops with a built-in enable | 0 |
| Layout fillers | 390 |
| Min cycle time layout | 918 ps |
| Mi-comb count | 0 |
| All-Layer GR Usage | 1.89% |
| Detail Route Antenna Nets | 0 |
| Peak supply drop | 206 uV |
| Setup bufs post-CTS | 0 |
| Ports | 14 |
| DRC Markers | 0 |
| Final worst path period share | 91.8% |
| Ys Warns | 1 |
| Mapped Cells | 12 |
| Syn Std Cell Area | 300 sq um |
| Core ar. | 0.00342 sq mm |
| Slowest cell on crit path | dfrtp_1 |
| Maximum fanout along the worst path | 1 |
| Relative slew slack | 92.8% |
| Global route total overflow | 0 |
| Share of cells above drive strength 1 | 34.5% |
| Largest area contributor in the netlist | dfrtp_1 |
| Pleak | 0.215 nW |
| Init Core Util | 8.79% |
| Cell with the most instances after synthesis | dfrtp_1 |
| Gpl congestion | 0.607 |
| Vias in the first global route | 170 |
| Ao+oa area frac | 0% |
[metrics by stage]
| stage | instances | cell area [sq um] | hold WS, ps | setup WS (ps) |
|---|---|---|---|---|
| 3_5_place_dp | 72 | 508 | 335 | 20.8 |
| 4_1_cts | 75 | 520 | 260 | 0.598 |
| 5_1_grt | 75 | 500 | 257 | 39.6 |
| 2_1_floorplan | 12 | 300 | -95.6 | 488 |
| 3_3_place_gp | 72 | 508 | 332 | 30.9 |
| 6_report | 75 | 500 | 264 | 81.8 |
[power breakdown]
group	internal (W)	switching (W)	leakage (nW)	total, W
Sequential	0.000510	0.00000524	0.140	0.000515
Combinational	0.0000390	0.0000144	0.0613	0.0000535
Clock	0.000138	0.000121	0.0138	0.000259
[placed cells by master, fill, tap and decap left out]
| cell | count |
|---|---|
| buf_12 | 1 |
| clkbuf_4 | 3 |
| dfrtp_1 | 12 |
| clkdlybuf4s50_1 | 7 |
| clkbuf_2 | 4 |
| buf_2 | 2 |
[layer usage]
metal  GRT usage (%)  up-vias  share of wire [%]
met5               0        -                  0
met4           0.704        0                1.5
met3            2.84        2                 25
met2            2.17        7                 39
met1            1.71       60                 35
li1                -       71                  -
[cell families after synthesis]
group and Yosys count:
DFF 12
[registers in the layout, indices dropped and copies added (netlist names)]
name  flops
dout      6
q1        6
[cell type report]
cell class / count / area, sq um / share of cell area (%)
clock buffer: 3 / 22.5 / 4.50
sequential: 12 / 300 / 60.0
timing repair buffer: 14 / 120 / 24.0
tap: 46 / 57.6 / 11.5
[final timing paths]
| kind | end | slack [ps] |
|---|---|---|
| worst max-delay path | dout[1] | 80 |
| worst min-delay path | q1[1]$_DFF_PN0_ | 260 |
| worst max register to register | dout[0]$_DFF_PN0_ | 530 |
| worst min register to register | dout[5]$_DFF_PN0_ | 350 |
| max in group asynchronous | q1[2]$_DFF_PN0_ | 630 |
| min in group clk0 | dout[5]$_DFF_PN0_ | 350 |
Power and IR drop assume default switching activity.
